### flow/run.sh
#!/bin/bash
# OpenROAD 26Q1-2900-gdf79404cd8, Yosys 0.63+post, stock flow scripts
make -C /OpenROAD-flow-scripts/flow DESIGN_CONFIG=/design/flow/config.mk WORK_HOME=/design/flow/orfs finish
### flow/config.mk
export PLATFORM = sky130hd
export DESIGN_NAME = Dut
export DESIGN_NICKNAME = Dut
export VERILOG_FILES = /design/flow/design.v
export SDC_FILE = /design/flow/constraint.sdc
export NUM_CORES = 4
export LEC_CHECK = 1
export CORE_AREA = 10 10 76 76
export DIE_AREA = 0 0 86 86
### flow/constraint.sdc
current_design Dut

set clk_period 4.1
set clk_io_pct 0.2

create_clock -name clk0 -period $clk_period

set non_clock_inputs [all_inputs -no_clocks]
set_input_delay [expr $clk_period * $clk_io_pct] -clock clk0 $non_clock_inputs
set_output_delay [expr $clk_period * $clk_io_pct] -clock clk0 [all_outputs]
### flow/design.v
module Dut (
  input      [7:0]    io_a,
  input      [7:0]    io_b,
  input      [7:0]    io_c,
  output     [7:0]    io_result
);
  wire       [7:0]    _zz_io_result;
  assign _zz_io_result = (io_a + io_b);
  assign io_result = (_zz_io_result - io_c);
endmodule
==> Slide: Implementation Results <==
Flow Results at a Glance

CTS
  – Hold_buf cts: 0

Timing
  – Post-layout min period: 3.964 ns
  – Final setup fails: 0
  – Worst-margin pin slew: 0.2310 ns
  – Final worst-path cycle share: 96.67%
  – FMAX: 252.3 MHz
  – Final worst slack: 0.1364 ns
  – RSZ-0062 raised after global routing: no
  – Final setup TNS: 0 ns
  – Final Hold Viols: 0
  – Max-slew violations: 0
  – Max-slew headroom: 84.51%

Cells and area
  – Clock buffers: 0
  – Flip-flops: 0
  – Gate Area: 430.4 sq um
  – Layout cells sized above 1: 16.04%
  – Flop area: 0 sq um
  – Layout Area Growth over Synthesis: 83.57%
  – Final core utilization: 23.44%
  – Number of fill cells: 452
  – Non-Filler Instances: 156

Global route
  – Met3 track demand over resource: 1.430%
  – Initial antenna violation count: 0
  – Met2 global-route usage: 4.530%
  – M1 GR Usage: 4.920%
  – Largest net degree at the start of global routing: 5
  – Number of global-route vias before repair: 493
  – Total track usage: 3.303%
  – Global routing's busiest layer: met1
  – First-pass GRT wire length: 2132 um
  – Total gr overflow: 0

Placed design
  – Placed insts: 154
  – GP Congestion: 0.7212
  – Post-DP HPWL: 1190 um
  – # port buffers: 32
  – Setup WS pre-CTS: -0.1991 ns

Setup path
  – Crit path buf inv count: 5
  – Critical path class: input port to primary output
  – Top cell by count, worst path: inv_1
  – Startpoint Class: input port
  – Critical Path Max Stage Delay: 0.53 ns
  – Crit. End Element: primary output
  – Worst-path maximum fanout: 2
  – CP max stage cell: fa_1
  – Critical path's top delay family: buffers and inverters
  – CP cell instances: clkdlybuf4s50_1 > inv_1 > fa_1 > inv_1 > ha_1 > a21o_1 > a21oi_2 > buf_4 > o21ai_1 > xor2_1 > dlygate4sd2_1
  – Critical Path AT: 3.14 ns
  – CP required: 3.28 ns

Floorplanning
  – IO Pins: 32
  – Core footprint: 4115 sq um
  – Std-Cell Rows: 23
  – Die boundary width: 86 um
  – Die area: 7396 sq um
  – Initial Util: 12.77%
  – Die Y: 86 um

Yosys
  – Synth Area in Compound Gates: 15.48%
  – Simple share: 4.524%
  – Yosys synthesis chip area: 525.5 sq um
  – Synth Seq Share: 0%
  – Main logic family: adder cells
  – Count leader, synth: inv_1
  – XOR Share, Synth: 15.00%
  – Synth Area in Adders: 45.71%
  – Synth mux share: 0%
  – Ys Warns: 0
  – Avg Cell Area, Syn: 7.962 sq um
  – Post-synth cell types: 16
  – Mapped Cells: 66
  – Yosys cell count: 66
  – Mapped cell area: 525.5 sq um
  – Most frequent cells after synthesis: inv_1 (27), ha_1 (8), fa_1 (7), xnor2_1 (7), a21oi_2 (3)
  – Yosys top cell by area: fa_1
  – Top cells by area: fa_1 (27%), inv_1 (19%), ha_1 (19%)
  – Top cell area share: 26.67%

Route
  – Antenna-violating nets left: 0
  – Antenna cells: 0
  – Wire per inst: 8.013 um
  – Via/cell ratio: 3.096
  – DRC: 0
  – 1st-pass router iterations: 2
  – Vias: 483
  – Drt total wl: 1250 um
  – DR iter-0 viols: 3

Power
  – Leakage: 0.4800 nW
  – VDD IR max: 86.41 uV
  – PwrDens: 212.3 nW/um^2

Job
  – MaxCap Viol Count: 0
  – Log Warnings: 32

Status
  – Status: finished clean

Worst hold path
  – Hold Crit Class: input port to primary output
==> logic make-up (layout without fill, tap and decap cells) <==
group                      Yosys count  in the layout
buffers and inverters               27             67
adders and majority gates           15             15
AOI/OAI and AO/OA                   10             10
xor gates and xnor gates             9              9
and+or+nand+nor                      5              5
==> routing by layer <==
metal	wire length, um	vias to the layer above
li1	-	272
met1	656	186
met2	419	25
met3	174	0
met4	0	0
met5	0	-
==> timing repair <==
item / 4_1_cts / 5_1_grt
pin swaps: 3 / 1
setup buffers: 2 / 0
gates resized: 7 / 2
endpoints found under the setup margin: 5 / 1
==> through the flow <==
step	power [mW]	hold WS, ns	instance area (sq um)
2_1_floorplan	0.09369	1.721	525.5
3_3_place_gp	0.2206	2.687	953.4
3_5_place_dp	0.2199	2.698	953.4
4_1_cts	0.2128	2.647	968.4
5_1_grt	0.2341	2.701	964.7
6_report	0.2048	2.630	964.7
==> placed cells by master, fill, tap and decap left out, drive strengths merged <==
cell type	n
a21oi	5
inv	27
o21a	1
o31ai	1
o211ai	1
nor2b	1
nor2	1
nand2	3
dlygate4sd2	4
clkbuf	1
a21o	1
xnor2	7
ha	8
clkdlybuf4s50	27
buf	8
o21ai	1
fa	7
xor2	2
==> report_power, final <==
group          switching, mW  total, mW  internal [mW]
Combinational         0.0770      0.205          0.128
Clock                      0          0              0
Sequential                 0          0              0
Total                 0.0770      0.205          0.128
==> tightest hold or removal path: stages <==
cell and delay [ns]:
clkdlybuf4s50_1 0.41, xnor2_1 0.17, xnor2_1 0.07, xnor2_1 0.13, dlygate4sd2_1 0.21
==> final timing paths <==
kind    start            to  slack (ns)  cells after the start
min   io_a[7]  io_result[7]        2.63                      5
max   io_a[1]  io_result[5]        0.14                     11
==> final cells by class <==
cell class         instances  area share (%)
repair buffers            40           38.39
inverters                 27           10.51
well taps                 50           6.485
multi-input cells         39           44.62
Power and IR drop assume default switching activity.
