==> flow/design.v <==
module I2CCtrl (
  input      [0:0] io_config_frame_addrmode,
  input               io_write_valid,
  output              io_write_ready,
  input      [7:0]    io_write_payload,
  output              io_read_valid,
  input               io_read_ready,
  output     [7:0]    io_read_payload,
  input               io_i2c_sda_write,
  output              io_i2c_sda_read,
  input               io_i2c_scl_write,
  output              io_i2c_scl_read,
  output              io_i2c_sda_oe,
  output              io_i2c_scl_oe,
  input               clk,
  input               reset
);
  wire                I2cSlave_1_io_write_ready;
  wire                I2cSlave_1_io_read_valid;
  wire       [7:0]    I2cSlave_1_io_read_payload;
  wire                I2cSlave_1_io_sda_out_en;
  wire                I2cSlave_1_io_scl_out_en;
  wire                I2cSlave_1_io_sda_out;
  I2CSlave I2cSlave_1 (
    .io_configFrame_addrmode    (io_config_frame_addrmode    ),  
    .io_write_valid             (io_write_valid              ),  
    .io_write_ready             (I2cSlave_1_io_write_ready   ),  
    .io_write_payload           (io_write_payload            ),  
    .io_read_valid              (I2cSlave_1_io_read_valid    ),  
    .io_read_ready              (io_read_ready               ),  
    .io_read_payload            (I2cSlave_1_io_read_payload  ),  
    .io_scl                     (io_i2c_scl_write            ),  
    .io_sda_out_en              (I2cSlave_1_io_sda_out_en    ),  
    .io_scl_out_en              (I2cSlave_1_io_scl_out_en    ),  
    .io_sda_out                 (I2cSlave_1_io_sda_out       ),  
    .io_sda_in                  (io_i2c_sda_write            ),  
    .clk                        (clk                         ),  
    .reset                      (reset                       )   
  );
  assign io_write_ready = I2cSlave_1_io_write_ready;
  assign io_read_valid = I2cSlave_1_io_read_valid;
  assign io_read_payload = I2cSlave_1_io_read_payload;
  assign io_i2c_sda_read = I2cSlave_1_io_sda_out;
  assign io_i2c_sda_oe = I2cSlave_1_io_sda_out_en;
  assign io_i2c_scl_oe = I2cSlave_1_io_scl_out_en;
  assign io_i2c_scl_read = 1'b0;
endmodule
module I2CSlave (
  input      [0:0] io_configFrame_addrmode,
  input               io_write_valid,
  output reg          io_write_ready,
  input      [7:0]    io_write_payload,
  output reg          io_read_valid,
  input               io_read_ready,
  output reg [7:0]    io_read_payload,
  input               io_scl,
  output reg          io_sda_out_en,
  output              io_scl_out_en,
  output reg          io_sda_out,
  input               io_sda_in,
  input               clk,
  input               reset
);
  wire       [2:0]    _zz_stateMachine_shifter;
  wire       [2:0]    _zz_io_sda_out;
  wire       [2:0]    _zz_stateMachine_shifter_1;
  reg                 io_scl_regNext;
  wire                edge_sclFall;
  reg                 io_scl_regNext_1;
  wire                edge_sclRise;
  reg                 io_sda_in_regNext;
  wire                edge_sdaFall;
  reg                 io_sda_in_regNext_1;
  wire                edge_sdaRise;
  wire                edge_start;
  wire                edge_stop;
  reg        [1:0]    sample_Counter;
  wire                sample_finish_ff;
  reg                 sample_finish;
  reg                 sample_Enable;
  reg                 sample_value;
  reg        [2:0]    bitCounter_value;
  wire                when_I2CSlave_l75;
  reg        [2:0] stateMachine_state;
  reg        [7:0]    stateMachine_shifter;
  wire       [6:0]    stateMachine_DeviceID;
  wire                when_I2CSlave_l92;
  wire                when_I2CSlave_l105;
  wire                when_I2CSlave_l106;
  wire                when_I2CSlave_l116;
  wire                when_I2CSlave_l117;
  wire                when_I2CSlave_l123;
  wire                when_I2CSlave_l124;
  wire                when_I2CSlave_l139;
  wire                when_I2CSlave_l140;
  wire                when_I2CSlave_l149;
  wire                when_I2CSlave_l150;
  wire                when_I2CSlave_l165;
  wire                when_I2CSlave_l175;
  wire                when_I2CSlave_l176;
  wire                when_I2CSlave_l182;
  assign _zz_stateMachine_shifter = (3'b111 - bitCounter_value);
  assign _zz_io_sda_out = (3'b111 - bitCounter_value);
  assign _zz_stateMachine_shifter_1 = (3'b111 - bitCounter_value);
  always @(*) begin
    io_write_ready = 1'b0;
    case(stateMachine_state)
      3'b000 : begin
      end
      3'b001 : begin
      end
      3'b010 : begin
      end
      3'b011 : begin
        if(when_I2CSlave_l139) begin
          if(when_I2CSlave_l140) begin
            io_write_ready = 1'b1;
          end
        end
      end
      3'b101 : begin
      end
      3'b100 : begin
      end
      default : begin
      end
    endcase
  end
  always @(*) begin
    io_read_payload = 8'h0;
    case(stateMachine_state)
      3'b000 : begin
      end
      3'b001 : begin
      end
      3'b010 : begin
      end
      3'b011 : begin
      end
      3'b101 : begin
      end
      3'b100 : begin
      end
      default : begin
        io_read_payload = stateMachine_shifter;
      end
    endcase
  end
  always @(*) begin
    io_read_valid = 1'b0;
    case(stateMachine_state)
      3'b000 : begin
      end
      3'b001 : begin
      end
      3'b010 : begin
      end
      3'b011 : begin
      end
      3'b101 : begin
      end
      3'b100 : begin
      end
      default : begin
        io_read_valid = 1'b1;
      end
    endcase
  end
  always @(*) begin
    io_sda_out_en = 1'b0;
    case(stateMachine_state)
      3'b000 : begin
      end
      3'b001 : begin
      end
      3'b010 : begin
        if(when_I2CSlave_l116) begin
          if(when_I2CSlave_l117) begin
            io_sda_out_en = 1'b1;
          end
        end
      end
      3'b011 : begin
        io_sda_out_en = 1'b1;
      end
      3'b101 : begin
      end
      3'b100 : begin
      end
      default : begin
        if(when_I2CSlave_l175) begin
          if(when_I2CSlave_l176) begin
            io_sda_out_en = 1'b1;
          end
        end
      end
    endcase
  end
  assign io_scl_out_en = 1'b0;
  assign edge_sclFall = ((! io_scl) && io_scl_regNext);
  assign edge_sclRise = (io_scl && (! io_scl_regNext_1));
  assign edge_sdaFall = ((! io_sda_in) && io_sda_in_regNext);
  assign edge_sdaRise = (io_sda_in && (! io_sda_in_regNext_1));
  assign edge_start = (edge_sdaFall && io_scl);
  assign edge_stop = (edge_sdaRise && io_scl);
  assign sample_finish_ff = (sample_Counter == 2'b11);
  assign when_I2CSlave_l75 = (bitCounter_value == 3'b111);
  assign stateMachine_DeviceID = 7'h33;
  assign when_I2CSlave_l92 = (edge_stop || (edge_start && (stateMachine_state != 3'b000)));
  assign when_I2CSlave_l105 = (bitCounter_value == 3'b111);
  assign when_I2CSlave_l106 = (stateMachine_shifter[7 : 1] != stateMachine_DeviceID);
  assign when_I2CSlave_l116 = (edge_sclFall == 1'b1);
  assign when_I2CSlave_l117 = (bitCounter_value == 3'b000);
  assign when_I2CSlave_l123 = (stateMachine_shifter[0] == 1'b1);
  assign when_I2CSlave_l124 = (io_write_valid == 1'b1);
  assign when_I2CSlave_l139 = (sample_finish == 1'b1);
  assign when_I2CSlave_l140 = (bitCounter_value == 3'b111);
  assign when_I2CSlave_l149 = (sample_finish == 1'b1);
  assign when_I2CSlave_l150 = (io_sda_in == 1'b1);
  assign when_I2CSlave_l165 = (bitCounter_value == 3'b111);
  assign when_I2CSlave_l175 = (edge_sclFall == 1'b1);
  assign when_I2CSlave_l176 = (bitCounter_value == 3'b000);
  assign when_I2CSlave_l182 = (io_read_ready == 1'b1);
  always @(posedge clk or posedge reset) begin
    if(reset) begin
      io_sda_out <= 1'b1;
      io_scl_regNext <= 1'b0;
      io_scl_regNext_1 <= 1'b0;
      io_sda_in_regNext <= 1'b0;
      io_sda_in_regNext_1 <= 1'b0;
      sample_Enable <= 1'b0;
      sample_value <= 1'b0;
      stateMachine_state <= 3'b000;
      stateMachine_shifter <= 8'h0;
    end else begin
      io_scl_regNext <= io_scl;
      io_scl_regNext_1 <= io_scl;
      io_sda_in_regNext <= io_sda_in;
      io_sda_in_regNext_1 <= io_sda_in;
      if(sample_finish_ff) begin
        sample_value <= io_sda_in;
      end
      if(edge_sclRise) begin
        sample_Enable <= 1'b1;
      end else begin
        if(sample_finish) begin
          sample_Enable <= 1'b0;
        end
      end
      if(when_I2CSlave_l92) begin
        stateMachine_state <= 3'b000;
      end
      case(stateMachine_state)
        3'b000 : begin
          if(edge_start) begin
            stateMachine_state <= 3'b001;
          end
        end
        3'b001 : begin
          if(sample_finish) begin
            stateMachine_shifter[_zz_stateMachine_shifter] <= sample_value;
            if(when_I2CSlave_l105) begin
              if(when_I2CSlave_l106) begin
                stateMachine_state <= 3'b000;
              end else begin
                stateMachine_state <= 3'b010;
              end
            end
          end
        end
        3'b010 : begin
          if(when_I2CSlave_l116) begin
            if(when_I2CSlave_l117) begin
              io_sda_out <= (! io_write_valid);
            end else begin
              io_sda_out <= 1'b1;
              if(when_I2CSlave_l123) begin
                if(when_I2CSlave_l124) begin
                  stateMachine_state <= 3'b011;
                end else begin
                  stateMachine_state <= 3'b000;
                end
              end else begin
                stateMachine_state <= 3'b100;
              end
            end
          end
        end
        3'b011 : begin
          io_sda_out <= io_write_payload[_zz_io_sda_out];
          if(when_I2CSlave_l139) begin
            if(when_I2CSlave_l140) begin
              stateMachine_state <= 3'b101;
            end
          end
        end
        3'b101 : begin
          if(when_I2CSlave_l149) begin
            if(when_I2CSlave_l150) begin
              stateMachine_state <= 3'b000;
            end else begin
              if(io_write_valid) begin
                stateMachine_state <= 3'b011;
              end else begin
                stateMachine_state <= 3'b000;
              end
            end
          end
        end
        3'b100 : begin
          if(sample_finish) begin
            stateMachine_shifter[_zz_stateMachine_shifter_1] <= sample_value;
            if(when_I2CSlave_l165) begin
              stateMachine_state <= 3'b110;
            end
          end
        end
        default : begin
          if(when_I2CSlave_l175) begin
            if(when_I2CSlave_l176) begin
              io_sda_out <= (! io_read_ready);
            end else begin
              io_sda_out <= 1'b1;
              if(when_I2CSlave_l182) begin
                stateMachine_state <= 3'b100;
              end else begin
                stateMachine_state <= 3'b000;
              end
            end
          end
        end
      endcase
    end
  end
  always @(posedge clk) begin
    sample_finish <= sample_finish_ff;
    if(sample_finish) begin
      sample_Counter <= 2'b00;
    end else begin
      if(sample_Enable) begin
        sample_Counter <= (sample_Counter + 2'b01);
      end
    end
    if(sample_finish) begin
      if(when_I2CSlave_l75) begin
        bitCounter_value <= 3'b000;
      end else begin
        bitCounter_value <= (bitCounter_value + 3'b001);
      end
    end
    case(stateMachine_state)
      3'b000 : begin
        if(edge_start) begin
          bitCounter_value <= 3'b000;
        end
      end
      3'b001 : begin
      end
      3'b010 : begin
        if(when_I2CSlave_l116) begin
          if(!when_I2CSlave_l117) begin
            bitCounter_value <= 3'b000;
          end
        end
      end
      3'b011 : begin
        if(when_I2CSlave_l139) begin
          if(when_I2CSlave_l140) begin
            bitCounter_value <= 3'b000;
          end
        end
      end
      3'b101 : begin
      end
      3'b100 : begin
        if(sample_finish) begin
          if(when_I2CSlave_l165) begin
            bitCounter_value <= 3'b000;
          end
        end
      end
      default : begin
        if(when_I2CSlave_l175) begin
          if(!when_I2CSlave_l176) begin
            bitCounter_value <= 3'b000;
          end
        end
      end
    endcase
  end
endmodule
==> flow/run.sh <==
#!/bin/bash
# OpenROAD 26Q1-2900-gdf79404cd8, Yosys 0.63+post, stock flow scripts
make -C /OpenROAD-flow-scripts/flow DESIGN_CONFIG=/design/flow/config.mk WORK_HOME=/design/flow/orfs finish
==> flow/config.mk <==
export PLATFORM = sky130hd
export DESIGN_NAME = I2CCtrl
export DESIGN_NICKNAME = I2CCtrl
export VERILOG_FILES = /design/flow/design.v
export SDC_FILE = /design/flow/constraint.sdc
export NUM_CORES = 4
export LEC_CHECK = 1
export CORE_AREA = 10 10 111 111
export DIE_AREA = 0 0 121 121
==> flow/constraint.sdc <==
current_design I2CCtrl

set clk_period 2.3
set clk_io_pct 0.2

create_clock -name clk0 -period $clk_period [get_ports {clk}]

set non_clock_inputs [all_inputs -no_clocks]
set_input_delay [expr $clk_period * $clk_io_pct] -clock clk0 $non_clock_inputs
set_output_delay [expr $clk_period * $clk_io_pct] -clock clk0 [all_outputs]
==> run notes <==
run results: Yosys warnings 1, Hold Crit Class primary input to flip-flop, final-report hold violation count 0, Num Clock Sinks 22, accumulated negative setup slack 0 ps, Core Area 9860 µm², average detailed-routed wire length per instance 12.3 µm, worst-case vdd ir drop 0.000268 V, final setup fails 0, count of maximum capacitance violations 0, y dimension of the die 121 µm, instance tally after logic synthesis 158, number of I/O port buffers 25, layout cell share with drive strength beyond 1 0.148, worst hold-check slack 510 ps, Highest Clock Rate around 460 MHz, run status complete, no violations, root buffer cell sky130_fd_sc_hd__clkbuf_8, most frequent logic cell in the layout sky130_fd_sc_hd__clkdlybuf4s50_1, final tally of max-slew violations 0, proportion of total power due to net switching 0.363, share of the clock period used by the worst path 0.946, clk slew on worst S/H paths approximately 80 ps, detailed-placement wirelength estimate 3.14 mm, pin count of the biggest net entering global routing 22, Post-Place Cell Area 1870 µm², standard-cell row count 36, pwr dens between 700 and 800 nW/µm², H-tree lvl count 1, die area 14600 µm², Yosys Instances 158, post-synthesis instance area 1430 µm², tally of filler cells in the layout 1071, sequential area share after synthesis 0.366, vias 1302, remaining max-slew budget at the tightest pin 0.571, post-synthesis async set-or-reset flop share 0.727, internal power consumption 0.953 mW, setup repair after global routing missed its margin false, first-pass GRT wire length 6.52 mm, Synth Register Bits 22, number of nets with antenna violations after routing 0, GP Congestion just under 0.9, GRT overflow 0, clock network fraction of design power 0.166, maximum root-to-sink buffer count 2, total net switching power 0.543 mW, total routing resource utilization after global routing 0.0534, Antenna Diode Count 0, required time of the critical path 1840 ps, largest fanout of any net on the critical path 9, die width 121 µm, leakage power between 0.7 and 0.8 nW, library cells used by synthesis 50, crit path time final 2180 ps, design area 1960 µm², total length of routed wires 3.96 mm, relative contribution of combinational cells to total power 0.406, count of pins on the block boundary 29, number of enable flip-flop cells 0, average cell area after synthesis 9.03 µm², effective utilization at floorplan 0.145, data arrival time of the critical path approximately 1700 ps, cts bufs inserted 3, Crit. End Element output pin, final cell utilization of the core 0.198, number of hold buffers added after cts 0, post-place setup slack -38.4 ps, OpenROAD warnings 28, transition time of the tightest slew-check pin between 600 and 700 ps, via density per instance 4.04, sequential power share 0.428, antenna violations before repair 0, number of remaining DRC errors 0, Worst Skew 3.07 ps, startpoint kind of the worst setup timing path flip-flop, via count of the first global-routing pass 1293, Chip Area, Yosys ~1400 µm², number of search-and-repair iterations in the first detailed-routing pass 4, Worst-Skew Late Latency 260 ps, starting DRC count in detailed routing 33, most frequently placed logic cells in the final layout sky130_fd_sc_hd__clkdlybuf4s50_1 (24), sky130_fd_sc_hd__dfrtp_1 (15), sky130_fd_sc_hd__nand2_1 (15), prevailing post-synth register cell sky130_fd_sc_hd__dfrtp_1, critical setup path kind flip-flop to output pin, area added between synthesis and finish 37.2%, clock tree from TritonCTS done, setup slack after layout 123 ps
final timing paths:
| path | from | slack [ps] | endpoint | cells past startpoint |
|---|---|---|---|---|
| worst max-delay path | I2cSlave_1.bitCounter_value[0]$_DFF_P_ | 120 | io_i2c_sda_oe | 7 |
| worst min-delay path | io_i2c_scl_write | 510 | I2cSlave_1.io_scl_regNext_1$_DFF_PP0_ | 2 |
| worst max register to register | I2cSlave_1.bitCounter_value[0]$_DFF_P_ | 430 | I2cSlave_1.stateMachine_shifter[4]$_DFFE_PP0P_ | 5 |
| worst min register to register | I2cSlave_1.stateMachine_shifter[2]$_DFFE_PP0P_ | 520 | I2cSlave_1.stateMachine_shifter[2]$_DFFE_PP0P_ | 1 |
| max in group asynchronous | reset | 1280 | I2cSlave_1.stateMachine_shifter[7]$_DFFE_PP0P_ | 2 |
| min in group asynchronous | reset | 610 | I2cSlave_1.sample_value$_DFFE_PP0P_ | 2 |
worst max-delay path, stage by stage (launching register included):
cell and delay (ps):
sky130_fd_sc_hd__dfxtp_4 380, sky130_fd_sc_hd__inv_2 70, sky130_fd_sc_hd__ha_2 220, sky130_fd_sc_hd__nand2b_4 70
sky130_fd_sc_hd__nor2_4 90, sky130_fd_sc_hd__nor2_1 50, sky130_fd_sc_hd__nor2_1 90, sky130_fd_sc_hd__clkdlybuf4s50_1 470
cell usage after synthesis (all sizes together), types with 2 or more instances:
library cell | count | share of area
a32o | 2 | 0.014
a22o | 4 | 0.025
and3 | 10 | 0.044
xnor2 | 2 | 0.012
a31oi | 2 | 0.0088
a22oi | 3 | 0.016
nor2 | 12 | 0.032
a211oi | 2 | 0.011
mux2 | 5 | 0.039
o211ai | 2 | 0.011
nand2b | 5 | 0.022
o21ai | 3 | 0.011
dfrtp | 15 | 0.26
a21oi | 4 | 0.014
dfxtp | 6 | 0.084
nand2 | 15 | 0.039
mux4 | 2 | 0.032
nor3b | 3 | 0.019
clkbuf | 3 | 0.0079
mux2i | 2 | 0.014
nor4 | 2 | 0.0088
inv | 6 | 0.016
nand4 | 4 | 0.018
ha | 5 | 0.044
buf | 7 | 0.027
nor3 | 7 | 0.028
nor2b | 6 | 0.026
a221oi | 2 | 0.012
power groups by stage:
stage     Sequential (mW)  Combinational (mW)  Clock [mW]
4_1_cts             0.640               0.575       0.255
5_1_grt             0.663               0.674       0.275
6_report            0.640               0.608       0.249
sequential cells by signal, summed over array words and instances, names as in the netlist:
| name | count |
|---|---|
| I2cSlave_1.sample_Enable | 1 |
| I2cSlave_1.sample_finish | 1 |
| I2cSlave_1.sample_value | 1 |
| I2cSlave_1.bitCounter_value | 3 |
| I2cSlave_1.stateMachine_shifter | 8 |
| I2cSlave_1.io_sda_out | 1 |
| I2cSlave_1.io_scl_regNext_1 | 1 |
| I2cSlave_1.stateMachine_state | 3 |
| I2cSlave_1.sample_Counter | 2 |
| I2cSlave_1.io_sda_in_regNext | 1 |
repair_timing:
item / 4_1_cts / 5_1_grt
setup endpoints to repair: 2 / 1
buffers inserted: 0 / 1
pin swaps: 1 / 1
resized: 6 / 4
final cells by class:
class / count / area [µm²] / share of cell area
clock buffer: 4 / 45.0 / 0.0230
timing repair buffer: 36 / 335 / 0.171
inverter: 6 / 22.5 / 0.0115
multi-input combinational: 121 / 861 / 0.440
sequential: 22 / 527 / 0.269
tap: 133 / 166 / 0.0850
per-layer routing:
layer / up-vias / GRT usage / part of all wire
met4: 0 / 0.00905 / 0.019
met5: - / 0 / 0
met1: 606 / 0.0752 / 0.48
met2: 46 / 0.0837 / 0.44
li1: 643 / - / -
met3: 7 / 0.0109 / 0.065
logic make-up after synthesis:
| group | after synthesis | synth area share |
|---|---|---|
| buffers and inverters | 16 | 0.0509 |
| other | 1 | 0.00263 |
| AND/OR/NAND/NOR | 72 | 0.280 |
| AND-OR/OR-AND | 30 | 0.154 |
| flip-flops | 22 | 0.366 |
| multiplexers | 9 | 0.0851 |
| XOR/XNOR | 3 | 0.0184 |
| adder cells (fa/ha/maj) | 5 | 0.0439 |
per-stage QoR:
stage,total power [mW],instances
finish,1.50,322
global route,1.61,322
CTS,1.47,321
detailed placement,1.20,317
floorplan,1.02,159
global placement,1.19,317
Power figures rest on the tool's default switching activity, not on a simulated workload.
